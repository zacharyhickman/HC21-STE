**./constraint.sdc**
```tcl
current_design hc21_z80_interface

set clk_period 1.0
set clk_io_pct 0.2

create_clock -name clk0 -period $clk_period [get_ports {sysclk}]

set non_clock_inputs [all_inputs -no_clocks]
set_input_delay [expr $clk_period * $clk_io_pct] -clock clk0 $non_clock_inputs
set_output_delay [expr $clk_period * $clk_io_pct] -clock clk0 [all_outputs]
```
**./config.mk**
```make
export PLATFORM = sky130hd
export DESIGN_NAME = hc21_z80_interface
export DESIGN_NICKNAME = hc21_z80_interface
export VERILOG_FILES = /design/flow/design.v
export SDC_FILE = /design/flow/constraint.sdc
export NUM_CORES = 4
export LEC_CHECK = 1
export CORE_AREA = 10 10 70 70
export DIE_AREA = 0 0 80 80
```
**./run.sh**
```bash
#!/bin/bash
# OpenROAD 26Q1-2900-gdf79404cd8, Yosys 0.63+post, stock flow scripts
make -C /OpenROAD-flow-scripts/flow DESIGN_CONFIG=/design/flow/config.mk WORK_HOME=/design/flow/orfs finish
```
**./design.v**
```verilog
module hc21_z80_interface (
	sysclk,
	cpu_rfsh_n,
	cpu_m1_n,
	cpu_rd_n,
	cpu_wr_n,
	cpu_mreq_n,
	cpu_iorq_n,
	datack_n,
	tfrerr_n,
	onboard_n,
	cpu_wait_n,
	cm,
	bufout,
	busstb_n,
	intack
);
	input sysclk;
	input cpu_rfsh_n;
	input cpu_m1_n;
	input cpu_rd_n;
	input cpu_wr_n;
	input cpu_mreq_n;
	input cpu_iorq_n;
	input datack_n;
	input tfrerr_n;
	input onboard_n;
	output cpu_wait_n;
	output [2:0] cm;
	output bufout;
	output busstb_n;
	output intack;
	always @(posedge sysclk)
	begin
		cpu_wait_n <= ( ( ~cpu_mreq_n & cpu_rfsh_n | ~cpu_iorq_n ) & datack_n & tfrerr_n ) & onboard_n;
		cm[0] <= ( ~cpu_rd_n | ~cpu_wr_n ) & onboard_n;
		cm[1] <= ( ~cpu_mreq_n | ~cpu_iorq_n & ~cpu_m1_n ) & onboard_n;
		cm[2] <= ( ~cpu_mreq_n | ~cpu_iorq_n & cpu_m1_n ) & onboard_n;
		busstb_n <= ( ~cpu_mreq_n & ( ~cpu_rd_n | ~cpu_wr_n ) | ~cpu_iorq_n & ( ~cpu_rd_n | ~cpu_wr_n | ~cpu_m1_n ) ) & onboard_n;
		intack = ~cpu_iorq_n & ~cpu_m1_n;
		bufout = ~cm[0];
	end
endmodule 
```
==> results.yml <==
# implementation run metrics
setup_path:
  path_class: "flop to output port"
  required_ns: 0.80
  crit_path_end_kind: "output port"
  critPathLaunchType: "flop"
  arrival_ns: 0.73
  crit_buf_inv: 1
  crit_chain: "clkdlybuf4s15_1"
  crit_family: "flip-flops"
  slowest_delay_ns: 0.32
  critPathMaxFanout: 2
  crit_slowest_cell: "dfxtp_2"
die:
  boundaryPins: 17
  core_area_mm2: 0.003416
  fp.dieW_um: 80
  placementRows: 21
  die_h_um: 80
  die_area_mm2: 0.006400
  initial_core_util: 0.06190
global_routing:
  grt_overflow: 0
  antenna_found_initial: 0
  grt_pass1_vias: 256
  grt_usage: 0.02486
  grt_pass1_wl_mm: 1.242
  grt_start_max_net_pins: 6
sta:
  rsz0062_at_grt: "no"
  worst_pin_slew_ns: 0.1714
  maxSlewViolCount: 0
  holdWs_ns: 0.3749
  min_period_over_period: 0.9306
  worst_slack_ns: 0.06937
  hold_viol_final: 0
  setup_viol: 0
  min_period_ns: 0.9306
  slew_headroom: 0.8857
  max_freq_mhz: 1075
  tns_ns: 0
  finClkSkew_ns: 0.001877
power_and_ir_drop:
  max-vdd-ir-drop_mv: 0.2586
  cellLeakagePower_nw: 0.1688
  powerDensity_mw_per_mm2: 1373
logic_synthesis:
  synthCells: 19
  syn-cell-area_um2: 211.5
  ys_area_um2: 211.5
  synth_seq_share: 0.6627
  synthTopCellsByArea: "dfxtp_1, nand2b_1, a21boi_0"
  largest_area_cell: "dfxtp_1"
  syn_area_per_cell_um2: 11.13
  yosysTopAreaCellShare: 0.6627
  yosys_cells: 19
  yosys.cell_types.count: 12
  ys_ff: 7
  yosys_warnings: 8
job:
  warnings: 25
  drv_cap: 0
cts:
  cts_root_buffer: "clkbuf_4"
  clock_path_buffers: 2
  clkLatencyLatePin_ns: 0.25
  cts_buffers: 3
  post_cts_buffers: 0
  clkTransAtPathRegs_ns: 0.05
  clock-sinks: 7
  cts_tree: "done"
  holdBufCountCts: 0
  htree_levels: 1
place:
  place_congestion: 0.6418
  dp_hpwl_um: 671.6
  port_buffers: 16
  pre_cts_ws_ns: -0.1179
  dp.cells: 81
min_path:
  hp-class: "flop to flop"
finish:
  layout_top_cells: "clkdlybuf4s50_1, clkdlybuf4s15_1, dfxtp_2"
  layout_top_cell: "clkdlybuf4s50_1"
  drive_above_1_share: 0.2051
  instances_no_fill: 85
  final_util: 0.1352
  area_growth_pct: 118.3
route:
  vias: 217
  drc_errors: 0
  diodes: 0
  detail-route-antenna-nets: 0
  drt_iter0_markers: 2
  drt_pass1_iterations: 4
  via_per_inst: 2.553
  wl_per_cell_um: 8.906
  wirelength_um: 757
status:
  status: "complete, no violations"
[cell families (layout without fill, tap and decap cells)]
| family | after synthesis | in the layout | share of synthesized area |
|---|---|---|---|
| buf+inv | 1 | 21 | 0.01773 |
| compound gates | 6 | 6 | 0.1894 |
| flops | 7 | 7 | 0.6627 |
| simple gates | 5 | 5 | 0.1301 |
[synth_stat cells]
master    count
a21boi_0      1
a21boi_1      1
a21oi_1       1
a22oi_1       1
and2_1        1
dfxtp_1       7
inv_1         1
nand2b_1      2
nand3_1       1
nor2_1        1
o21a_1        1
o21ai_0       1
[per-layer routing]
metal,share of wire,vias up,GRT usage,routed length [um]
li1,-,105,-,-
met1,0.26,100,0.01946,198
met2,0.60,10,0.04896,457
met3,0.096,2,0.01136,73
met4,0.036,0,0.01232,27
met5,0,-,0,0
[power by group]
part	switching [W]	internal (W)
sequential	0.00000525	0.000299
combinational	0.0000220	0.0000609
clock	0.0000949	0.000152
[sequential cells by signal (all words and copies together) (netlist names)]
signal	flops
bufout	1
cm	3
busstb_n	1
cpu_wait_n	1
intack	1
[what timing repair did]
action / in CTS / in global routing
resized: 13 / 6
setup endpoints to repair: 7 / 5
hold endpoints to repair: 0 / 0
[stage by stage]
stage / total power (W) / instance area (um^2)
6_report: 0.0006341 / 461.7
4_1_cts: 0.0006461 / 454.2
5_1_grt: 0.0006712 / 461.7
3_3_place_gp: 0.0003987 / 429.2
2_1_floorplan: 0.0003184 / 211.5
3_5_place_dp: 0.0003998 / 429.2
[worst paths after layout]
path,startpoint,to,slack (ns),depth (start not counted)
worst max-delay path,cm[0],cm[0],0.07,1
worst min-delay path,cm[0],bufout,0.37,1
worst max register to register,cm[0],bufout,0.55,1
worst min register to register,cm[0],bufout,0.37,1
[area by class of cell]
type                       instances  area, um^2
clock buffer                       4       26.28
fill                             387        2954
inverter                           1       3.754
multi-input combinational         11       67.56
sequential                         7       146.4
tap                               46       57.56
timing repair buffer              16       160.2
Power is estimated from default activity; no workload was simulated.
