==> /design/flow/design.v <==
module hc21_ste_decoder (
	sysclk,
	cpu_addr,
	sel_lomem_n,
	sel_stebus_n,
	sel_mmu_a_n,
	sel_mmu_b_n,
	sel_ctc_n,
	sel_pio_n,
	sel_sio_n,
	sel_dev0_n,
	sel_dev1_n,
	sel_dev2_n,
	sel_himem_n
);
	input sysclk;
	input [15:8] cpu_addr;
	output sel_lomem_n;
	output sel_stebus_n;
	output sel_mmu_a_n;
	output sel_mmu_b_n;
	output sel_ctc_n;
	output sel_pio_n;
	output sel_sio_n;
	output sel_dev0_n;
	output sel_dev1_n;
	output sel_dev2_n;
	output sel_himem_n;
	always @(posedge sysclk)
	begin
		if (cpu_addr >= 8'b00000000 && cpu_addr <= 8'b00111111)
		begin
			sel_lomem_n		<= 1'b0;
			sel_stebus_n	<= 1'b1;
			sel_mmu_a_n		<= 1'b1;
			sel_mmu_b_n		<= 1'b1;
			sel_ctc_n		<= 1'b1;
			sel_pio_n		<= 1'b1;
			sel_sio_n		<= 1'b1;
			sel_dev0_n		<= 1'b1;
			sel_dev1_n		<= 1'b1;
			sel_dev2_n		<= 1'b1;
			sel_himem_n		<= 1'b1;
		end 
		else if (cpu_addr >= 8'b01000000 && cpu_addr <= 8'b10111111)
		begin
			sel_lomem_n		<= 1'b1;
			sel_stebus_n	<= 1'b0;
			sel_mmu_a_n		<= 1'b1;
			sel_mmu_b_n		<= 1'b1;
			sel_ctc_n		<= 1'b1;
			sel_pio_n		<= 1'b1;
			sel_sio_n		<= 1'b1;
			sel_dev0_n		<= 1'b1;
			sel_dev1_n		<= 1'b1;
			sel_dev2_n		<= 1'b1;
			sel_himem_n		<= 1'b1;
		end 
		else if (cpu_addr == 8'b11000000)
		begin
			sel_lomem_n		<= 1'b1;
			sel_stebus_n	<= 1'b1;
			sel_mmu_a_n		<= 1'b0;
			sel_mmu_b_n		<= 1'b1;
			sel_ctc_n		<= 1'b1;
			sel_pio_n		<= 1'b1;
			sel_sio_n		<= 1'b1;
			sel_dev0_n		<= 1'b1;
			sel_dev1_n		<= 1'b1;
			sel_dev2_n		<= 1'b1;
			sel_himem_n		<= 1'b1;
		end 
		else if (cpu_addr == 8'b11000001)
		begin
			sel_lomem_n		<= 1'b1;
			sel_stebus_n	<= 1'b1;
			sel_mmu_a_n		<= 1'b1;
			sel_mmu_b_n		<= 1'b0;
			sel_ctc_n		<= 1'b1;
			sel_pio_n		<= 1'b1;
			sel_sio_n		<= 1'b1;
			sel_dev0_n		<= 1'b1;
			sel_dev1_n		<= 1'b1;
			sel_dev2_n		<= 1'b1;
			sel_himem_n		<= 1'b1;
		end 
		else if (cpu_addr == 8'b11000010)
		begin
			sel_lomem_n		<= 1'b1;
			sel_stebus_n	<= 1'b1;
			sel_mmu_a_n		<= 1'b1;
			sel_mmu_b_n		<= 1'b1;
			sel_ctc_n		<= 1'b0;
			sel_pio_n		<= 1'b1;
			sel_sio_n		<= 1'b1;
			sel_dev0_n		<= 1'b1;
			sel_dev1_n		<= 1'b1;
			sel_dev2_n		<= 1'b1;
			sel_himem_n		<= 1'b1;
		end 
		else if (cpu_addr == 8'b11000011)
		begin
			sel_lomem_n		<= 1'b1;
			sel_stebus_n	<= 1'b1;
			sel_mmu_a_n		<= 1'b1;
			sel_mmu_b_n		<= 1'b1;
			sel_ctc_n		<= 1'b1;
			sel_pio_n		<= 1'b0;
			sel_sio_n		<= 1'b1;
			sel_dev0_n		<= 1'b1;
			sel_dev1_n		<= 1'b1;
			sel_dev2_n		<= 1'b1;
			sel_himem_n		<= 1'b1;
		end 
		else if (cpu_addr == 8'b11000100)
		begin
			sel_lomem_n		<= 1'b1;
			sel_stebus_n	<= 1'b1;
			sel_mmu_a_n		<= 1'b1;
			sel_mmu_b_n		<= 1'b1;
			sel_ctc_n		<= 1'b1;
			sel_pio_n		<= 1'b1;
			sel_sio_n		<= 1'b0;
			sel_dev0_n		<= 1'b1;
			sel_dev1_n		<= 1'b1;
			sel_dev2_n		<= 1'b1;
			sel_himem_n		<= 1'b1;
		end 
		else if (cpu_addr == 8'b11000101)
		begin
			sel_lomem_n		<= 1'b1;
			sel_stebus_n	<= 1'b1;
			sel_mmu_a_n		<= 1'b1;
			sel_mmu_b_n		<= 1'b1;
			sel_ctc_n		<= 1'b1;
			sel_pio_n		<= 1'b1;
			sel_sio_n		<= 1'b1;
			sel_dev0_n		<= 1'b0;
			sel_dev1_n		<= 1'b1;
			sel_dev2_n		<= 1'b1;
			sel_himem_n		<= 1'b1;
		end
		else if (cpu_addr == 8'b11000110)
		begin
			sel_lomem_n		<= 1'b1;
			sel_stebus_n	<= 1'b1;
			sel_mmu_a_n		<= 1'b1;
			sel_mmu_b_n		<= 1'b1;
			sel_ctc_n		<= 1'b1;
			sel_pio_n		<= 1'b1;
			sel_sio_n		<= 1'b1;
			sel_dev0_n		<= 1'b1;
			sel_dev1_n		<= 1'b0;
			sel_dev2_n		<= 1'b1;
			sel_himem_n		<= 1'b1;
		end 
		else if (cpu_addr == 8'b11000111)
		begin
			sel_lomem_n		<= 1'b1;
			sel_stebus_n	<= 1'b1;
			sel_mmu_a_n		<= 1'b1;
			sel_mmu_b_n		<= 1'b1;
			sel_ctc_n		<= 1'b1;
			sel_pio_n		<= 1'b1;
			sel_sio_n		<= 1'b1;
			sel_dev0_n		<= 1'b1;
			sel_dev1_n		<= 1'b1;
			sel_dev2_n		<= 1'b0;
			sel_himem_n		<= 1'b1;
		end 
		else if (cpu_addr >= 8'b1100100 && cpu_addr <= 8'b1111111)
		begin
			sel_lomem_n		<= 1'b1;
			sel_stebus_n	<= 1'b1;
			sel_mmu_a_n		<= 1'b1;
			sel_mmu_b_n		<= 1'b1;
			sel_ctc_n		<= 1'b1;
			sel_pio_n		<= 1'b1;
			sel_sio_n		<= 1'b1;
			sel_dev0_n		<= 1'b1;
			sel_dev1_n		<= 1'b1;
			sel_dev2_n		<= 1'b1;
			sel_himem_n		<= 1'b0;
		end 
	end
endmodule 
==> /design/flow/run.sh <==
#!/bin/bash
# OpenROAD 26Q1-2900-gdf79404cd8, Yosys 0.63+post, stock flow scripts
make -C /OpenROAD-flow-scripts/flow DESIGN_CONFIG=/design/flow/config.mk WORK_HOME=/design/flow/orfs finish
==> /design/flow/config.mk <==
export PLATFORM = sky130hd
export DESIGN_NAME = hc21_ste_decoder
export DESIGN_NICKNAME = hc21_ste_decoder
export VERILOG_FILES = /design/flow/design.v
export SDC_FILE = /design/flow/constraint.sdc
export NUM_CORES = 4
export LEC_CHECK = 1
export CORE_AREA = 10 10 75 75
export DIE_AREA = 0 0 85 85
==> /design/flow/constraint.sdc <==
current_design hc21_ste_decoder

set clk_period 2.5
set clk_io_pct 0.2

create_clock -name clk0 -period $clk_period [get_ports {sysclk}]

set non_clock_inputs [all_inputs -no_clocks]
set_input_delay [expr $clk_period * $clk_io_pct] -clock clk0 $non_clock_inputs
set_output_delay [expr $clk_period * $clk_io_pct] -clock clk0 [all_outputs]
==> impl_metrics.prom <==
# HELP chip_impl_metric Flow report values
# TYPE chip_impl_metric gauge
chip_impl_metric{name="grt_util_all_layers",unit="%"} 3.810
chip_impl_metric{name="route.detailed.vias_per_inst",unit=""} 3.882
chip_impl_metric{name="max-cap-violations",unit=""} 0
chip_impl_metric{name="ys_sh_mux",unit="%"} 0
chip_impl_metric{name="holdWs",unit="ns"} 0.4667
chip_impl_metric{name="critical_path.max_fanout",unit=""} 4
chip_impl_metric{name="num-fill-cells",unit=""} 422
chip_impl_metric{name="finalSetupViolations",unit=""} 0
chip_impl_metric{name="final-max-slew-violation-count",unit=""} 0
chip_impl_metric{name="clk_path_buf_depth",unit=""} 2
chip_impl_metric{name="numPortBuffers",unit=""} 19
chip_impl_info{name="worst_r2r_endpoint",value="sel_stebus_n"} 1
chip_impl_metric{name="drtPass1Iterations",unit=""} 4
chip_impl_metric{name="drc_errors",unit=""} 0
chip_impl_info{name="startpoint",value="cpu_addr[14]"} 1
chip_impl_info{name="min_path_type",value="reg2reg"} 1
chip_impl_info{name="yosys.area.top_type",value="sky130_fd_sc_hd__dfxtp_1"} 1
chip_impl_info{name="yosys-dominant-comb-family",value="simple AND/OR/NAND/NOR gates"} 1
chip_impl_metric{name="yosys_warnings",unit=""} 122
chip_impl_metric{name="ctsHoldBuffers",unit=""} 0
chip_impl_metric{name="clkSlewWorstSetupHoldPaths",unit="ns"} 0.05
chip_impl_metric{name="max_clock_freq",unit="MHz"} 464.2
chip_impl_info{name="netlist_top_cells_area",value="sky130_fd_sc_hd__dfxtp_1 (44%), sky130_fd_sc_hd__ha_1 (10%), sky130_fd_sc_hd__nand3_1 (7.0%)"} 1
chip_impl_metric{name="via_count",unit=""} 493
chip_impl_metric{name="h-tree-depth",unit=""} 1
chip_impl_metric{name="period_used_share",unit="%"} 86.17
chip_impl_metric{name="gr-total-overflow",unit=""} 0
chip_impl_metric{name="fa_ha_area_share",unit="%"} 10.00
chip_impl_info{name="worst_setup_path_end_kind",value="register"} 1
chip_impl_metric{name="utilization",unit="%"} 20.04
chip_impl_metric{name="total_leakage_power",unit="µW"} 0.0003083
chip_impl_info{name="tritoncts",value="built"} 1
chip_impl_metric{name="placement.cell_area",unit="µm²"} 768.2
chip_impl_info{name="endpoint_of_the_most_critical_setup_path",value="sel_mmu_a_n"} 1
chip_impl_metric{name="hold_violations",unit=""} 0
chip_impl_info{name="status",value="completed"} 1
chip_impl_metric{name="reg2reg_depth",unit=""} 3
chip_impl_metric{name="initial_antenna_violation_count",unit=""} 0
chip_impl_metric{name="core.rowCount",unit=""} 23
chip_impl_info{name="startpoint_type",value="input port"} 1
chip_impl_metric{name="ys_ff",unit=""} 11
chip_impl_metric{name="warning_total_across_the_stage_logs",unit=""} 29
chip_impl_metric{name="globalplace.congestion",unit=""} 0.7751
chip_impl_metric{name="postRouteWirelength",unit="µm"} 1376
chip_impl_metric{name="post-dp-hpwl",unit="µm"} 1142
chip_impl_metric{name="vdd_drop_max",unit="mV"} 0.1590
chip_impl_metric{name="worst-endpoint-required",unit="ns"} 2.61
chip_impl_metric{name="floorplan.io_pins",unit=""} 20
chip_impl_metric{name="cts_setup_buffers",unit=""} 0
chip_impl_metric{name="ys_sh_aoi",unit="%"} 18.25
chip_impl_metric{name="first_global_vias",unit=""} 492
chip_impl_metric{name="min_period",unit="ns"} 2.154
chip_impl_metric{name="drive_above_1_share",unit="%"} 10.39
chip_impl_metric{name="die-area",unit="µm²"} 7225
chip_impl_info{name="criticalPathCategory",value="in2reg"} 1
chip_impl_metric{name="antenna_cells",unit=""} 0
chip_impl_metric{name="clock_skew",unit="ns"} 0
chip_impl_metric{name="yosysChipArea",unit="µm²"} 500.5
chip_impl_info{name="worst_r2r_startpoint",value="sel_stebus_n"} 1
chip_impl_metric{name="area_growth",unit="%"} 62.50
chip_impl_metric{name="mi_logic_area",unit="µm²"} 265.3
chip_impl_metric{name="synth_stat.cells",unit=""} 52
chip_impl_metric{name="drt_iter0_drc",unit=""} 31
chip_impl_metric{name="simple_logic_cell_fraction_of_the_synthesized_area",unit="%"} 24.75
chip_impl_metric{name="fp.coreArea",unit="µm²"} 4058
chip_impl_metric{name="yosysSeqAreaShare",unit="%"} 44.00
chip_impl_metric{name="relSlewSlack",unit="%"} 79.78
chip_impl_metric{name="worstMarginPinSlew",unit="ns"} 0.3024
chip_impl_metric{name="final-seq-area",unit="µm²"} 220.2
chip_impl_metric{name="syn_inst",unit=""} 52
chip_impl_metric{name="synth.distinct_cells",unit=""} 22
chip_impl_info{name="clk_root_buffer_cell",value="sky130_fd_sc_hd__clkbuf_8"} 1
chip_impl_info{name="grt_setup_unrepaired",value="false"} 1
chip_impl_metric{name="final_cell_area_excluding_filler_cells",unit="µm²"} 813.3
chip_impl_metric{name="postCtsResizedCells",unit=""} 0
chip_impl_metric{name="synthXorXnorAreaFrac",unit="%"} 0
chip_impl_metric{name="timing.critical_path.arrival",unit="ns"} 2.27
chip_impl_metric{name="clock-sinks",unit=""} 11
chip_impl_metric{name="powerDensity",unit="nW/µm²"} 504.3
chip_impl_metric{name="chipHeight",unit="µm"} 85
chip_impl_metric{name="fp_util",unit="%"} 12.33
chip_impl_metric{name="die_width",unit="µm"} 85
chip_impl_metric{name="cts_made_buffers",unit=""} 3
chip_impl_metric{name="grt_first_pass_wirelength",unit="µm"} 2332
chip_impl_metric{name="final_antenna_net_count",unit=""} 0
chip_impl_metric{name="detail_route.wl_per_cell",unit="µm"} 10.83
chip_impl_metric{name="p_total",unit="µW"} 410.1
chip_impl_metric{name="synth.top_cell.area_share",unit="%"} 44.00
chip_impl_metric{name="grt_start_max_net_pins",unit=""} 9
chip_impl_metric{name="r2r_slack",unit="ns"} 1.62
chip_impl_metric{name="avgSynthCellArea",unit="µm²"} 9.625
chip_impl_metric{name="setup_total_negative_slack",unit="ns"} 0
chip_impl_metric{name="clk_latency",unit="ns"} 0.23
chip_impl_metric{name="syn-cell-area",unit="µm²"} 500.5
## routing by layer
metal  global-route usage (%)  share of wire, %  up-vias
met1                    5.317                50      234
met4                   0.2994                 0        0
li1                         -                 -      241
met2                    4.700                38       18
met5                        0                 0        -
met3                    2.794                12        0
## registers in the layout, summed over array words and instances (netlist names)
signal        cells
sel_ctc_n         1
sel_dev0_n        1
sel_dev1_n        1
sel_dev2_n        1
sel_himem_n       1
sel_lomem_n       1
sel_mmu_a_n       1
sel_mmu_b_n       1
sel_pio_n         1
sel_sio_n         1
sel_stebus_n      1
## cells by family after synthesis
logic type | count (synthesis)
AND/OR/NAND/NOR | 21
adder cells (fa/ha/maj) | 4
buffers and inverters | 4
flip-flops | 11
AND-OR/OR-AND | 12
## synth_stat cells
cell type                    n
sky130_fd_sc_hd__nand4_1     1
sky130_fd_sc_hd__nor4b_2     1
sky130_fd_sc_hd__o21ai_0     2
sky130_fd_sc_hd__nor2_1      3
sky130_fd_sc_hd__o21a_1      1
sky130_fd_sc_hd__inv_1       4
sky130_fd_sc_hd__ha_1        4
sky130_fd_sc_hd__nor2b_1     1
sky130_fd_sc_hd__nand3_1     7
sky130_fd_sc_hd__o32a_1      2
sky130_fd_sc_hd__nand2_1     3
sky130_fd_sc_hd__or4_1       1
sky130_fd_sc_hd__or4b_4      1
sky130_fd_sc_hd__or2_2       1
sky130_fd_sc_hd__nor3_1      1
sky130_fd_sc_hd__dfxtp_1    11
sky130_fd_sc_hd__a221o_1     1
sky130_fd_sc_hd__o22a_1      1
sky130_fd_sc_hd__a21oi_1     2
sky130_fd_sc_hd__o21bai_1    1
sky130_fd_sc_hd__a2bb2oi_1   2
sky130_fd_sc_hd__nor4_1      1
## metrics by stage
step | setup slack (ns) | instances
after global placement | 0.1193 | 123
after detailed placement | 0.1168 | 123
after CTS | 0.3472 | 127
final | 0.3458 | 127
after floorplan | 0.7181 | 52
after global routing | 0.1838 | 127
## power breakdown
group          switching [µW]  total [µW]  internal [µW]
Combinational            26.5        57.9           31.4
Sequential               2.27         183            181
Clock                    57.9         169            111
Total                    86.7         410            323
## final cells by class
class	instances	area share, %
flip-flops and latches	11	27.08
well taps	50	7.692
clock buffers	4	5.538
repair buffers	21	25.23
inverters	4	1.846
multi-input cells	37	32.62
## how the worst min path moves through the flow
| stage | start | to | slack, ns | depth (start not counted) |
|---|---|---|---|---|
| CTS | sel_pio_n | sel_pio_n | 0.48 | 1 |
| finish | sel_pio_n | sel_pio_n | 0.47 | 1 |
| global route | sel_pio_n | sel_pio_n | 0.49 | 1 |
## placed cells by master, fill, tap and decap left out, types with 2 or more instances in the layout
master	netlist	final
sky130_fd_sc_hd__nand3_1	7	7
sky130_fd_sc_hd__a2bb2oi_1	2	2
sky130_fd_sc_hd__o21ai_0	2	2
sky130_fd_sc_hd__clkbuf_8	0	3
sky130_fd_sc_hd__a21oi_1	2	2
sky130_fd_sc_hd__clkdlybuf4s50_1	0	19
sky130_fd_sc_hd__o32a_1	2	2
sky130_fd_sc_hd__buf_4	0	2
sky130_fd_sc_hd__ha_1	4	4
sky130_fd_sc_hd__nand2_1	3	3
sky130_fd_sc_hd__dfxtp_1	11	11
sky130_fd_sc_hd__nor2_1	3	3
sky130_fd_sc_hd__inv_1	4	4
## worst max-delay path, stage by stage
cell and delay [ns]:
sky130_fd_sc_hd__clkdlybuf4s50_1 0.51, sky130_fd_sc_hd__ha_1 0.19, sky130_fd_sc_hd__or4b_4 0.48, sky130_fd_sc_hd__or4_1 0.40
sky130_fd_sc_hd__o21ai_0 0.10, sky130_fd_sc_hd__nand3_1 0.09
Power is estimated from default activity; no workload was simulated.
