### flow/design.v
module hc21_int_handler (
	sysclk,
	atnrq_n,
	busrq_n,
	cpu_busak_n,
	addr,
	busak_n,
	cpu_busrq_n,
	cpu_int_n,
	cpu_nmi_n
);
	input sysclk;
	input [7:0] atnrq_n;
	input [1:0] busrq_n;
	input cpu_busak_n;
	output [2:0] addr;
	output [1:0] busak_n;
	output cpu_busrq_n;
	output cpu_int_n;
	output cpu_nmi_n;
	always @(posedge sysclk)
	begin
		case (atnrq_n[7:0])
			8'b01111111	: addr <= 3'b111;
			8'b10111111	: addr <= 3'b110;
			8'b11011111	: addr <= 3'b101;
			8'b11101111	: addr <= 3'b100;
			8'b11110111	: addr <= 3'b011;
			8'b11111011	: addr <= 3'b010;
			8'b11111101	: addr <= 3'b001;
			8'b11111110	: addr <= 3'b000;
			default 	: addr <= 3'bzzz;
		endcase
		cpu_nmi_n <= atnrq_n[0];
		cpu_int_n <= atnrq_n[7] & atnrq_n[6] & atnrq_n[5] & atnrq_n[4] & atnrq_n[3] & atnrq_n[2] & atnrq_n[1];
		busak_n[0] <= ~cpu_busak_n & ~busrq_n[0] & busrq_n[1] & busak_n[1];
		busak_n[1] <= ~cpu_busak_n & busrq_n[0] & ~busrq_n[1] & busak_n[0];
		cpu_busrq_n <= busrq_n[0] & busrq_n[1];
	end
endmodule
### flow/run.sh
#!/bin/bash
# OpenROAD 26Q1-2900-gdf79404cd8, Yosys 0.63+post, stock flow scripts
make -C /OpenROAD-flow-scripts/flow DESIGN_CONFIG=/design/flow/config.mk WORK_HOME=/design/flow/orfs finish
### flow/config.mk
export PLATFORM = sky130hd
export DESIGN_NAME = hc21_int_handler
export DESIGN_NICKNAME = hc21_int_handler
export VERILOG_FILES = /design/flow/design.v
export SDC_FILE = /design/flow/constraint.sdc
export NUM_CORES = 4
export LEC_CHECK = 1
export CORE_AREA = 10 10 70 70
export DIE_AREA = 0 0 80 80
### flow/constraint.sdc
current_design hc21_int_handler

set clk_period 1.6
set clk_io_pct 0.2

create_clock -name clk0 -period $clk_period [get_ports {sysclk}]

set non_clock_inputs [all_inputs -no_clocks]
set_input_delay [expr $clk_period * $clk_io_pct] -clock clk0 $non_clock_inputs
set_output_delay [expr $clk_period * $clk_io_pct] -clock clk0 [all_outputs]
==> impl_metrics.csv <==
group,metric,value,unit
synthesis,yosys.area.top_type_share,0.403,
clocking,cts-hold-fix-buffers,0,
global_route,grt_max_degree,8,
floorplanning,core,0.00342,sq mm
setup_path,path_class,"reg -> out",
power_and_ir_drop,ir_worst_vdd,0.171,mV
final_layout,layout.cells.non_filler,114,
sta,holdWs,0.453,ns
detailed_routing,drtAntennaViolNets,0,
setup_path,crit_start,"busak_n[0]",
synthesis,numSynthFlops,8,
power_and_ir_drop,p_seq_frac,0.465,
synthesis,synth.distinct_cells,21,
global_route,grt_pass1_vias,377,
setup_path,reg2reg_to,"busak_n[1]",
placement,routabilityCongestion,0.766,
synthesis,ys_chip_area,398,sq um
setup_path,path_buffers,1,
power_and_ir_drop,swShare,0.214,
synthesis,topCellsByArea,"dfxtp_1 (40%), nand3b_1 (5.7%), and3_1 (4.7%), nand4b_1 (4.4%), xnor2_1 (4.4%)",
placement,hpwl,944,um
clocking,cts_made_buffers,3,
floorplanning,pin_count,20,
floorplanning,initial_core_util,0.116,
sta,final-setup-viol-count,0,
flow_run,drv_cap,0,
final_layout,final_common_cell,"clkdlybuf4s50_1",
clocking,cts_max_level,1,
setup_path,cpMaxStageDelayCell,"clkdlybuf4s50_1",
clocking,post_cts_resized,0,
floorplanning,die_height,80,um
synthesis,top_area_cell,"dfxtp_1",
sta,hold_violations,0,
global_route,grt_overflow_total,0,
final_layout,most-common-layout-cells,"clkdlybuf4s50_1 (19), dfxtp_1 (8), buf_4 (7)",
power_and_ir_drop,switching_power,0.0944,mW
sta,period_needed,1.35,ns
setup_path,cp-end-kind,"primary output",
floorplanning,dieArea,0.00640,sq mm
clocking,path_clk_slew,0.05,ns
setup_path,r2r_start,"busak_n[0]",
sta,rsz0062_at_grt,"no",
global_route,antenna_found_initial,0,
sta,fin_skew,0.0000136,ns
synthesis,ys_warn_count,16,
setup_path,cp_top_family,"buffers and inverters",
sta,final.period_utilization,0.847,
detailed_routing,detail_route.wl_per_cell,9.62,um
global_route,grt_pass1_wl,1590,um
sta,fmax,0.738,GHz
power_and_ir_drop,p_int,0.346,mW
setup_path,critPathMaxFanout,2,
global_route,grt.total_usage,0.0299,
detailed_routing,via_per_inst,3.54,
detailed_routing,remaining_drc_errors,0,
detailed_routing,drt_iter0_markers,9,
final_layout,synthToLayoutAreaGrowth,73.0,%
floorplanning,fp.dieW,80,um
clocking,cts.sinks,8,
placement,placedCellCount,111,
worst_hold_path,hp-class,"reg -> reg",
synthesis,ys_cells,42,
final_layout,drive_above_1_share,0.176,
outcome,status,"completed",
clocking,insertion_delay,0.25,ns
setup_path,crit_required,1.28,ns
sta,tightest_slew,0.222,ns
sta,tns,0,ns
setup_path,rrSetupSlack,0.91,ns
synthesis,synthCells,42,
clocking,cts_root_buf,"clkbuf_4",
clocking,post_cts_buffers,0,
synthesis,syn-cell-area,398,sq um
detailed_routing,drt_pre_antenna_iters,4,
setup_path,worstRegToRegCells,1,
sta,slew_headroom,0.850,
detailed_routing,n_antenna_cell,0,
detailed_routing,routed_wl,1100,um
clocking,cts_buffer_depth,2,
clocking,cts_tree,"done",
detailed_routing,vias,404,
worst_hold_path,holdPathStages,2,
power_and_ir_drop,combPwrFrac,0.208,
synthesis,avgSynthCellArea,9.47,sq um
power_and_ir_drop,p_leak,0.251,nW
flow_run,warnings,25,
setup_path,critPathLaunchType,"flip-flop",
worst_hold_path,hold_end,"busak_n[0]",
power_and_ir_drop,power-per-cell-area,640,mW/mm^2
setup_path,max_stage_delay,0.46,ns
setup_path,crit_chain,"clkdlybuf4s50_1",
worst_hold_path,holdCritStartpoint,"busak_n[1]",
placement,port_buffers,19,
sta,drv_slew,0,
setup_path,worst_ep_arrival_time,1.03,ns
power_and_ir_drop,power,0.441,mW
power_and_ir_drop,clkPwrFrac,0.327,
floorplanning,rows,21,
synthesis,ys_seq_frac,0.403,
[power by group through the flow]
stage	sequential (mW)	clock (mW)	combinational [mW]
4_1_cts	0.205	0.154	0.0921
5_1_grt	0.205	0.160	0.0992
6_report	0.205	0.144	0.0916
[metal layers]
metal  vias up  global-route usage  part of all wire
met5         -                   0                 0
met4         0             0.00528                 0
met3         0              0.0284              0.19
met2        20              0.0369              0.33
met1       176              0.0367              0.48
li1        208                   -                 -
[sequential cells by signal, summed over array words and instances, names as in the netlist]
signal and cells:
busak_n 2, cpu_int_n 1, cpu_busrq_n 1, cpu_nmi_n 1, addr 3
[worst max-delay path by stage]
stage | end | slack [ns] | depth (start not counted)
after global routing | busak_n[1] | 0.20 | 1
after CTS | busak_n[1] | 0.23 | 1
final | busak_n[0] | 0.25 | 1
[Yosys cell counts]
cell type,number
buf_6,1
clkbuf_8,1
a31oi_1,1
nor4bb_1,1
nand3_1,3
a21oi_1,3
nand4b_1,2
nand3b_1,3
and3_1,3
o211ai_1,1
nor3_1,1
buf_4,1
nand2_1,3
a31o_2,1
xor2_1,1
o211ai_2,1
dfxtp_1,8
xnor2_1,2
and2_1,2
nor2_1,1
nand4_1,2
[cell families (layout without fill, tap and decap cells)]
logic type,Yosys count,after routing,synth area share
and+or+nand+nor,21,21,0.324
DFF,8,8,0.403
AOI/OAI and AO/OA,7,7,0.126
xor gates and xnor gates,3,3,0.0660
buffers and inverters,3,29,0.0818
[stage by stage]
| step | instance area (sq um) | util | worst slack (ns) |
|---|---|---|---|
| floorplan | 398 | - | 0.517 |
| detailed placement | 666 | 0.195 | 0.0154 |
| finish | 688 | 0.201 | 0.246 |
| global route | 688 | 0.201 | 0.197 |
| CTS | 688 | 0.201 | 0.227 |
| global placement | 666 | 0.195 | 0.0109 |
[layout make-up]
| type | instances | area, sq um |
|---|---|---|
| Multi-Input combinational cell | 31 | 205 |
| Fill cell | 379 | 2730 |
| Timing Repair Buffer | 26 | 243 |
| Clock buffer | 3 | 22.5 |
| Tap cell | 46 | 57.6 |
| Sequential cell | 8 | 160 |
Power is estimated from default activity; no workload was simulated.
